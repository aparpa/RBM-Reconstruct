File: /design/flow/design.v
`timescale 1ns/1ps
module complete_system #(
    parameter NV = 16,  
    parameter NH = 16,  
    parameter N = 8    
)(
    input wire clk,
    input wire reset_n,
    input wire start,
    input wire test_si,
    input wire test_se,
    output wire test_so,
    output wire system_done,
    output wire [NV-1:0] comparator_outputs_out,
    output reg [2:0] state_display
);
    localparam [2:0] 
        IDLE       = 3'b000,
        MAC_PROC   = 3'b001,
        BIAS_SETUP = 3'b010,
        BIAS_PROC  = 3'b011,
        SIGMOID    = 3'b100,
        COMPARE    = 3'b101,
        DONE       = 3'b110;
    reg [2:0] current_state, next_state;
    wire signed [31:0] final_outputs [0:NV-1];
    wire signed [31:0] mac_outputs_out [0:NV-1];
    wire signed [N-1:0] bias_data_out [0:NV-1];
    wire [15:0] sigmoid_outputs_out [0:NV-1];
    wire [15:0] rng_outputs_out [0:NV-1];
    wire signed [N-1:0] w_read_data [0:NV-1];
    wire [$clog2(NH)-1:0] w_col_wire [0:NV-1];
    wire [NV-1:0] h_data;
    wire [NV-1:0] mac_done;
    wire signed [31:0] mac_outputs [0:NV-1];
    wire signed [N-1:0] bias_data [0:NV-1];
    wire bias_done;
    reg bias_enable;
    genvar i;
    generate
        for (i = 0; i < NV; i = i + 1) begin : w_mem_gen
            wire [$clog2(NV)-1:0] read_row_wire = i;
            w_memory #(
                .NV(NV),
                .NH(NH),
                .N(N)
            ) w_mem (
                .clk(clk),
                .reset_n(reset_n),
                .write_enable(1'b0),
                .write_row('0),
                .write_col('0),
                .write_data('0),
                .read_row(read_row_wire),
                .read_col(w_col_wire[i]),
                .read_data(w_read_data[i])
            );
        end
    endgenerate
    h_buffer #(
        .NV(NV)
    ) h_buf (
        .clk(clk),
        .reset_n(reset_n),
        .write_enable(1'b0),
        .write_data('0),
        .read_data(h_data)
    );
    generate
        for (i = 0; i < NV; i = i + 1) begin : mac_gen
            mac #(
                .NV(NV),
                .NH(NH),
                .N(N)
            ) mac_inst (
                .clk(clk),
                .reset_n(reset_n),
                .start(start),
                .w_data(w_read_data[i]),
                .h_k(h_data[i]),
                .w_col(w_col_wire[i]),
                .done(mac_done[i]),
                .accumulated_sums(mac_outputs[i])
            );
        end
    endgenerate
    b_buffer #(
        .NV(NV),
        .N(N)
    ) b_buf (
        .clk(clk),
        .reset_n(reset_n),
        .read_data(bias_data)
    );
    bias_adder #(
        .NV(NV),
        .N_IN(32),
        .N_BIAS(N),
        .N_OUT(32)
    ) b_add (
        .clk(clk),
        .reset_n(reset_n),
        .enable(bias_enable),
        .mac_sums(mac_outputs),
        .bias(bias_data),
        .outputs(final_outputs),
        .done(bias_done)
    );
    generate
        for (i = 0; i < NV; i = i + 1) begin : output_assign
            assign mac_outputs_out[i] = mac_outputs[i];
            assign bias_data_out[i] = bias_data[i];
        end
    endgenerate
    wire signed [7:0] sigmoid_inputs [0:NV-1];
    wire [15:0] sigmoid_outputs [0:NV-1];
    generate
        for (i = 0; i < NV; i = i + 1) begin : clamp_map_gen
            clamp_mapper #(
                .INPUT_WIDTH(32),
                .OUTPUT_WIDTH(8)
            ) clamp_map (
                .in_data(final_outputs[i]),
                .out_data(sigmoid_inputs[i])
            );
        end
    endgenerate
    generate
        for (i = 0; i < NV; i = i + 1) begin : sigmoid_lut_gen
            sigmoid_lut #(
                .LUT_SIZE(256),
                .IN_WIDTH(8),
                .OUT_WIDTH(16)
            ) sigmoid_inst (
                .x_input(sigmoid_inputs[i]),
                .y_output(sigmoid_outputs[i])
            );
        end
    endgenerate
    generate
        for (i = 0; i < NV; i = i + 1) begin : sigmoid_output_assign
            assign sigmoid_outputs_out[i] = sigmoid_outputs[i];
        end
    endgenerate
    wire [15:0] rng_outputs [0:NV-1];
    wire [NV-1:0] comparator_outputs;
    wire [NV-1:0] comparator_out_bits;
    generate
        for (i = 0; i < NV; i = i + 1) begin : rng_gen
            rng rng_inst (
                .clk(clk),
                .reset_n(reset_n),
                .load_new(current_state == COMPARE),
                .seed(16'h1234 ^ {8'h00, i[7:0]}),
                .rand_num(rng_outputs[i])
            );
        end
    endgenerate
    generate
        for (i = 0; i < NV; i = i + 1) begin : comparator_gen
            comparator comp_inst (
                .sigmoid_val(sigmoid_outputs_out[i]),
                .rand_val(rng_outputs[i]),
                .out_bit(comparator_out_bits[i])
            );
        end
    endgenerate
    assign comparator_outputs_out = comparator_out_bits;
    generate
        for (i = 0; i < NV; i = i + 1) begin : rng_output_assign
            assign rng_outputs_out[i] = rng_outputs[i];
        end
    endgenerate
    always @(posedge clk) begin
        if (!reset_n) begin
            current_state <= IDLE;
            bias_enable <= 1'b0;
        end else begin
            current_state <= next_state;
            case (current_state)
                BIAS_SETUP: bias_enable <= 1'b1;
                default: bias_enable <= 1'b0;
            endcase
        end
    end
    always @(*) begin
        case (current_state)
            IDLE: begin
                if (start)
                    next_state = MAC_PROC;
                else
                    next_state = IDLE;
            end
            MAC_PROC: begin
                if (&mac_done)
                    next_state = BIAS_SETUP;
                else
                    next_state = MAC_PROC;
            end
            BIAS_SETUP: begin
                next_state = BIAS_PROC;
            end
            BIAS_PROC: begin
                if (bias_done)
                    next_state = SIGMOID;
                else
                    next_state = BIAS_PROC;
            end
            SIGMOID: begin
                next_state = COMPARE;
            end
            COMPARE: begin
                next_state = DONE;
            end
            DONE: begin
                next_state = IDLE;
            end
            default: begin
                next_state = IDLE;
            end
        endcase
    end
    always @(posedge clk) begin
        if (!reset_n) begin
            state_display <= IDLE;
        end else begin
            state_display <= current_state;
        end
    end
    assign system_done = (current_state == DONE);
endmodule
module h_buffer #(
    parameter NV = 16
)(
    input wire clk,
    input wire reset_n,
    input wire write_enable,
    input wire [NV-1:0] write_data,
    output wire [NV-1:0] read_data
);
    reg [NV-1:0] buffer;
    wire [NV-1:0] init_pattern;
    assign init_pattern = 16'b0110111100110101;
    always @(posedge clk) begin
        if (!reset_n) begin
            buffer <= init_pattern;
        end else if (write_enable) begin
            buffer <= write_data;
        end
    end
    assign read_data = buffer;
endmodule
module w_memory #(
    parameter NV = 16,
    parameter NH = 16,
    parameter N = 8
)(
    input wire clk,
    input wire reset_n,
    input wire write_enable,
    input wire [$clog2(NV)-1:0] write_row,
    input wire [$clog2(NH)-1:0] write_col,
    input wire signed [N-1:0] write_data,
    input wire [$clog2(NV)-1:0] read_row,
    input wire [$clog2(NH)-1:0] read_col,
    output wire signed [N-1:0] read_data
);
    reg signed [N-1:0] memory [0:NV-1][0:NH-1];
    reg signed [N-1:0] init_values [0:NV-1][0:NH-1];
    assign read_data = memory[read_row][read_col];
    always @(*) begin
        init_values[0][0] = 8'sb00101011;   
        init_values[0][1] = 8'sb11010010;   
    end
    integer i, j;
    always @(posedge clk) begin
        if (!reset_n) begin
            for (i = 0; i < NV; i = i + 1) begin
                for (j = 0; j < NH; j = j + 1) begin
                    memory[i][j] <= init_values[i][j];
                end
            end
        end else if (write_enable) begin
            memory[write_row][write_col] <= write_data;
        end
    end
endmodule
module b_buffer #(
    parameter NV = 16,
    parameter N = 8
)(
    input wire clk,
    input wire reset_n,
    output reg signed [N-1:0] read_data [0:NV-1]
);
    reg signed [N-1:0] buffer [0:NV-1];
    reg signed [N-1:0] init_values [0:NV-1];
    always @(*) begin
        init_values[0] = 8'sb00011100;  
        init_values[1] = 8'sb11000010;  
    end
    integer idx;
    always @(posedge clk) begin
        if (!reset_n) begin
            for (idx = 0; idx < NV; idx = idx + 1) begin
                buffer[idx] <= init_values[idx];
            end
        end
    end
    always @(*) begin
        for (idx = 0; idx < NV; idx = idx + 1) begin
            read_data[idx] = buffer[idx];
        end
    end
endmodule
module mac #(
    parameter NV = 16,
    parameter NH = 16,
    parameter N = 8
)(
    input wire clk,
    input wire reset_n,
    input wire start,
    input wire signed [N-1:0] w_data,
    input wire h_k,
    output wire [$clog2(NH)-1:0] w_col,
    output reg done,
    output reg signed [31:0] accumulated_sums
);
    reg [$clog2(NH):0] j;
    reg signed [31:0] accumulator;
    typedef enum logic [1:0] {
        IDLE    = 2'b00,
        RUNNING = 2'b01,
        DONE    = 2'b10
    } state_t;
    state_t state, next_state;
    assign w_col = j;
    always @(posedge clk or negedge reset_n) begin
        if (!reset_n)
            state <= IDLE;
        else
            state <= next_state;
    end
    always @(*) begin
        case (state)
            IDLE: begin
                if (start)
                    next_state = RUNNING;
                else
                    next_state = IDLE;
            end
            RUNNING: begin
                if (j == NH)
                    next_state = DONE;
                else
                    next_state = RUNNING;
            end
            DONE: begin
                next_state = IDLE;
            end
            default: begin
                next_state = IDLE;
            end
        endcase
    end
    always @(posedge clk or negedge reset_n) begin
        if (!reset_n) begin
            j <= 0;
            done <= 0;
            accumulator <= 0;
        end else begin
            case (state)
                IDLE: begin
                    if (start) begin
                        j <= 0;
                        done <= 0;
                        accumulator <= 0;
                    end
                end
                RUNNING: begin
                    if (j < NH) begin
                        if (h_k) begin
                            accumulator <= accumulator + w_data;
                        end
                        j <= j + 1;
                    end
                    if (j == NH - 1) begin
                        done <= 1;
                    end
                end
                DONE: begin
                    done <= 1;
                end
            endcase
        end
    end
    always @(posedge clk or negedge reset_n) begin
        if (!reset_n) begin
            accumulated_sums <= 0;
        end else if (state == DONE) begin
            accumulated_sums <= accumulator;
        end
    end
endmodule
module bias_adder #(
    parameter NV = 16,
    parameter N_IN = 32,     
    parameter N_BIAS = 8,    
    parameter N_OUT = 32     
)(
    input wire clk,
    input wire reset_n,
    input wire enable,
    input wire signed [N_IN-1:0] mac_sums [0:NV-1],
    input wire signed [N_BIAS-1:0] bias [0:NV-1],
    output reg signed [N_OUT-1:0] outputs [0:NV-1],
    output reg done
);
    typedef enum logic [1:0] {
        IDLE = 2'b00,
        ADD  = 2'b01,
        DONE = 2'b10
    } state_t;
    state_t state, next_state;
    always @(posedge clk or negedge reset_n) begin
        if (!reset_n) begin
            state <= IDLE;
        end else begin
            state <= next_state;
        end
    end
    always @(*) begin
        case (state)
            IDLE: next_state = enable ? ADD : IDLE;
            ADD:  next_state = DONE;
            DONE: next_state = IDLE;
            default: next_state = IDLE;
        endcase
    end
    integer i;
    always @(posedge clk or negedge reset_n) begin
        if (!reset_n) begin
            for (i = 0; i < NV; i = i + 1) begin
                outputs[i] <= 0;
            end
            done <= 0;
        end else begin
            case (state)
                IDLE: done <= 0;
                ADD: begin
                    for (i = 0; i < NV; i = i + 1) begin
                        outputs[i] <= mac_sums[i] + {{(N_IN-N_BIAS){bias[i][N_BIAS-1]}}, bias[i]};
                    end
                    done <= 1;
                end
                DONE: done <= 0;
            endcase
        end
    end
endmodule
module sigmoid_lut #(
    parameter LUT_SIZE = 256,
    parameter IN_WIDTH = 8,
    parameter OUT_WIDTH = 16
)(
    input wire signed [IN_WIDTH-1:0] x_input,
    output reg [OUT_WIDTH-1:0] y_output
);
    wire [7:0] lut_addr = x_input + 8'd128;
    always @(*) begin
        case (lut_addr)
            8'd0:   y_output = 16'd22;     
            8'd1:   y_output = 16'd23;     
            8'd2:   y_output = 16'd25;     
            8'd253: y_output = 16'd65508;  
            8'd254: y_output = 16'd65510;  
            8'd255: y_output = 16'd65512;  
            default: y_output = 16'd0;
        endcase
    end
endmodule
module clamp_mapper #(
    parameter INPUT_WIDTH = 32,
    parameter OUTPUT_WIDTH = 8
)(
    input wire signed [INPUT_WIDTH-1:0] in_data,
    output wire signed [OUTPUT_WIDTH-1:0] out_data
);
    assign out_data = (in_data > 127) ? 8'sb01111111 : 
                     (in_data < -128) ? 8'sb10000000 : 
                     in_data[7:0];
endmodule
module rng (
    input wire clk,
    input wire reset_n,
    input wire load_new,
    input wire [15:0] seed,
    output reg [15:0] rand_num
);
    reg [15:0] lfsr;
    wire feedback = lfsr[15] ^ lfsr[13] ^ lfsr[12] ^ lfsr[10];
    wire [15:0] init_value = {seed[3:0], seed[7:4], seed[11:8], seed[15:12]};
    wire [15:0] mixed_seed = init_value ^ {init_value[7:0], init_value[15:8]};
    always @(posedge clk or negedge reset_n) begin
        if (!reset_n) begin
            lfsr <= mixed_seed ^ 16'hACE1;
            rand_num <= mixed_seed ^ 16'h1234;
        end else if (load_new) begin
            lfsr <= {lfsr[14:0], feedback};
            rand_num <= {lfsr[14:0], feedback};
        end
    end
endmodule
module comparator (
    input wire [15:0] sigmoid_val,
    input wire [15:0] rand_val,
    output wire out_bit
);
    assign out_bit = (sigmoid_val > rand_val);
endmodule
File: /design/flow/run.sh
#!/bin/bash
# OpenROAD 26Q1-2900-gdf79404cd8, Yosys 0.63+post, stock flow scripts
make -C /OpenROAD-flow-scripts/flow DESIGN_CONFIG=/design/flow/config.mk WORK_HOME=/design/flow/orfs finish
File: /design/flow/config.mk
export PLATFORM = sky130hd
export DESIGN_NAME = complete_system
export DESIGN_NICKNAME = complete_system
export VERILOG_FILES = /design/flow/design.v
export SDC_FILE = /design/flow/constraint.sdc
export NUM_CORES = 4
export LEC_CHECK = 1
export CORE_UTILIZATION = 50
export SYNTH_HDL_FRONTEND = slang
export SYNTH_MEMORY_MAX_BITS = 65536
File: /design/flow/constraint.sdc
current_design complete_system

set clk_period 8.1
set clk_io_pct 0.2

create_clock -name clk0 -period $clk_period [get_ports {clk}]

set non_clock_inputs [all_inputs -no_clocks]
set_input_delay [expr $clk_period * $clk_io_pct] -clock clk0 $non_clock_inputs
set_output_delay [expr $clk_period * $clk_io_pct] -clock clk0 [all_outputs]
==> reports/metrics.json <==
{
  "finish": {
    "logic_area_um2": 7730,
    "layout_top_cell": "dfrtp_1",
    "syn_to_final_growth_pct": 10.2,
    "drive_above_1_share_pct": 8.61,
    "final_std_cells_w_o_fill": 2051,
    "final_layout_top_logic_cells": "dfrtp_1 (240), nand2_1 (205), nor2_1 (130), o21ai_0 (119), a21oi_1 (103)",
    "ff_latch_area_um2": 6960,
    "layout.filler_cells": 2566
  },
  "routing": {
    "vias": 11300,
    "wire_length_per_cell_after_detailed_routing_um": 14.1,
    "dr.first_iter.drc_count": 598,
    "post_route_ant_nets": 0,
    "antenna_cells_inserted": 0,
    "route.detailed.drc": 0,
    "totalWireLength_mm": 29.0,
    "detailedRoute.firstPassIterationCount": 4,
    "post_drt_via_cell_ratio": 5.50
  },
  "timing": {
    "final-setup-viol-count": 0,
    "finalMaxSlewViolations": 0,
    "final_hold_viols": 0,
    "max_slew.worst_pin.slew_ns": 0.730,
    "finalCritPeriodShare_pct": 69.1,
    "clock_period_minus_worst_slack_ns": 5.60,
    "max_freq_mhz": 179,
    "clock_skew_ns": 0.0145,
    "grt_setup_unrepaired": "false",
    "max_slew_margin_pct": 51.3,
    "finalSetupTns_ns": 0,
    "worst_slack_ns": 2.50
  },
  "placement": {
    "placed_instances": 1990,
    "pre_cts_slack_ns": 3.05,
    "detailedPlacementHpwl_mm": 19.1,
    "port_buffers": 7,
    "gp_routability_congestion": 0.856
  },
  "synthesis": {
    "yosys.area_share.adder_pct": 8.00,
    "edf_count": 0,
    "async_flop_share_pct": 97.5,
    "simple_gate_area_share_pct": 19.6,
    "tally_of_yosys_warning_messages": 32600,
    "synth-main-ff-cell": "dfrtp_1",
    "synthCells": 1636,
    "post_synth.cell_area_avg_um2": 9.33,
    "topCombFamilyByArea": "simple AND/OR/NAND/NOR gates",
    "synth-area-yosys_um2": 15300,
    "synth.lib_cells_used.distinct": 66,
    "synth.cell_area_um2": 15300,
    "synth_xor_xnor_area_share_pct": 2.98,
    "compound_area_share_pct": 17.0,
    "ys_seq_share_pct": 45.6,
    "synthMuxAreaShare_pct": 2.64,
    "synth-cells-yosys": 1636,
    "ys.flops": 278
  },
  "setup_path": {
    "critical_path_class": "reg -> out",
    "cp_data_arrival_time_ns": 3.98,
    "cp-start-kind": "flop",
    "capturing_element_type_of_the_critical_path": "output port",
    "worst_setup_path_startpoint": "b_add.outputs[493]$_DFFE_PN0P_",
    "cp.required_ns": 6.48,
    "worstPathMaxFanout": 4,
    "regToRegStartpoint": "mac_gen[0].mac_inst.j[2]$_DFFE_PN0P_"
  },
  "clock_tree": {
    "worstSkewPairLatency_ns": 0.51,
    "clk_path_buf_depth": 3,
    "cts_tree": "done",
    "postCtsSetupBuffers": 0,
    "clockRootBuffer": "clkbuf_16",
    "cts.repair.resized": 0,
    "cts_inserted_buffers": 34,
    "hold_buffers": 0,
    "cts.sink_count": 278,
    "worst_setup_hold_path_clk_slew_ns": 0.06,
    "cts.htree.levels": 2
  },
  "flow_run": {
    "maximum_capacitance_violations": 0,
    "warnings": 46
  },
  "die": {
    "initCoreUtil_pct": 51.1,
    "core.rowCount": 63,
    "io_pins": 26,
    "die-width_um": 177,
    "floorplan.core_area_um2": 29900,
    "die_outline_area_um2": 31200,
    "die_height_um": 177
  },
  "grt": {
    "antenna_found_initial": 0,
    "grt.total_usage_pct": 20.4,
    "maximum_number_of_pins_on_one_net_before_global_route_repair": 122,
    "grt_first_pass_wirelength_mm": 51.1,
    "overall_overflow_remaining_after_global_route": 0,
    "grt_pass1_vias": 10600
  },
  "power": {
    "p_leak_uw": 0.00793,
    "ir_worst_vdd_uv": 144,
    "power-per-cell-area_nw_per_um2": 335
  },
  "worst_hold_path": {
    "hold_path_class": "reg -> reg",
    "hold_path.startpoint": "b_add.state[1]$_DFF_PN0_"
  },
  "status": {
    "outcome": "complete, no violations"
  }
}
==> critical path, stage by stage, from the launching register on <==
cell,delay (ns)
dfrtp_1,0.40
nor4_1,0.34
nand4_1,0.14
o21bai_1,0.26
inv_1,0.12
or4_1,0.54
ha_1,0.21
nor2b_1,0.11
o21a_1,0.11
o21a_1,0.10
o21a_1,0.10
o21a_1,0.10
o21a_1,0.10
o21ai_0,0.07
a211oi_1,0.25
clkdlybuf4s50_1,0.52
==> layout make-up <==
| class | count | share of cell area (%) |
|---|---|---|
| sequential | 278 | 41.4 |
| tap | 390 | 2.90 |
| inverter | 80 | 1.79 |
| clock inverter | 11 | 0.908 |
| multi-input combinational | 1224 | 46.0 |
| clock buffer | 50 | 6.07 |
| timing repair buffer | 18 | 0.982 |
==> layer usage <==
metal,part of all wire [%],up-vias,GRT usage [%]
met5,0,-,0
met2,42,169,29.7
li1,-,5774,-
met4,1.7,0,3.27
met3,3.3,38,3.13
met1,53,5291,34.2
==> where the power goes <==
| part | leakage (uW) | switching [uW] | internal, uW |
|---|---|---|---|
| logic | 0.00381 | 986 | 841 |
| registers | 0.00353 | 494 | 1770 |
| clock network | 0.000582 | 575 | 972 |
==> cell usage after synthesis, drive strengths merged (16+ instances only) <==
master | count | share of area (%)
xnor2 | 24 | 1.4
a21oi | 103 | 3.4
nor2b | 25 | 1.0
clkbuf | 49 | 1.2
and2 | 17 | 0.70
o31ai | 16 | 0.79
nand2 | 205 | 5.0
a22o | 56 | 3.2
mux2 | 34 | 2.5
o21ai | 119 | 3.9
nand4 | 40 | 1.6
inv | 80 | 2.0
xor2 | 28 | 1.6
nor2 | 130 | 3.2
nor3 | 40 | 1.3
dfstp | 30 | 5.2
a21o | 44 | 2.2
nand2b | 48 | 2.0
ha | 96 | 7.9
and3 | 29 | 1.2
nand3 | 39 | 1.3
a211oi | 19 | 0.93
dfrtp | 241 | 40
buf | 20 | 0.98
==> path summary, 6_finish.rpt <==
check	cells past startpoint	slack [ns]	to
hold / removal	1	0.44	b_add.done$_DFFE_PN0P_
min in group asynchronous	1	1.01	rng_gen[0].rng_inst.rand_num[9]$_DFFE_PN0P_
setup / recovery	15	2.50	comparator_outputs_out[0]
max in group asynchronous	3	5.48	mac_gen[9].mac_inst.j[2]$_DFFE_PN0P_
hold reg to reg	1	0.44	b_add.done$_DFFE_PN0P_
setup reg to reg	13	4.13	mac_gen[0].mac_inst.accumulator[31]$_DFFE_PN0P_
==> stage by stage <==
stage	power [uW]	hold WS (ns)	instance area (um^2)	utilization, %
after global routing	6110	0.462	16800	56.3
after CTS	5690	0.443	16800	56.3
after floorplan	3650	0.352	15300	-
final	5640	0.437	16800	56.3
after detailed placement	4100	0.433	15600	52.4
after global placement	4070	0.419	15600	52.4
==> sequential cells by signal, summed over array words and instances, names as in the netlist <==
name / cells
mac_gen.mac_inst.j: 80
b_add.state: 3
bias_enable: 1
mac_gen.mac_inst.done: 16
rng_gen.rng_inst.lfsr: 16
mac_gen.mac_inst.accumulator: 32
b_add.done: 1
mac_gen.mac_inst.state: 48
state_display: 3
b_add.outputs: 32
mac_gen.mac_inst.accumulated_sums: 32
rng_gen.rng_inst.rand_num: 11
current_state: 3
==> logic make-up (layout without fill, tap and decap cells) <==
group / after synthesis / in the layout
XOR/XNOR: 52 / 52
flip-flops: 278 / 278
multiplexers: 36 / 36
AND/OR/NAND/NOR: 616 / 616
buffers and inverters: 149 / 159
adder cells (fa/ha/maj): 97 / 97
AND-OR/OR-AND: 407 / 407
other: 1 / 16
Power and IR drop assume default switching activity.
